## config.mk

```make
export PLATFORM = sky130hd
export DESIGN_NAME = top_level
export DESIGN_NICKNAME = top_level
export VERILOG_FILES = /design/flow/design.v
export SDC_FILE = /design/flow/constraint.sdc
export NUM_CORES = 4
export LEC_CHECK = 1
export CORE_UTILIZATION = 50
```

## constraint.sdc

```tcl
current_design top_level

set clk_period 7.4
set clk_io_pct 0.2

create_clock -name clk0 -period $clk_period [get_ports {clk100MHz}]

set non_clock_inputs [all_inputs -no_clocks]
set_input_delay [expr $clk_period * $clk_io_pct] -clock clk0 $non_clock_inputs
set_output_delay [expr $clk_period * $clk_io_pct] -clock clk0 [all_outputs]
```

## design.v

```verilog
`timescale 1ns / 1ps
module FIFO(
input clk, rst, rnw, enable, 
input [3:0] in, 
output reg [3:0] out, 
output reg full, empty);
reg [3:0] read, write;
reg[3:0] mem [7:0];  
always@ (posedge clk)
    begin
        if(rst)
            begin
                read = 0; 
                write = 0; 
                out = 0; 
            end
        else if(!enable)
            begin
                out = 4'bz; 
            end
        else if(!rnw && !empty) 
            begin
                out = mem[read[2:0]]; 
                read = read + 1; 
            end
        else if(rnw && !full)
            begin
                mem[write[2:0]]= in; 
                write = write + 1; 
            end
        else  
            begin
                out = 4'bz; 
            end
    end
always@ (read, write)
    begin
        if(read == write)
            begin
                empty = 1; 
                full = 0; 
            end
        else if(read[2:0] == write[2:0])
            begin
                empty = 0; 
                full = 1; 
            end
        else
            begin
                empty = 0; 
                full = 0; 
            end
    end
endmodule
module clk_gen
(input clk100MHz, rst, output reg clk_4sec, clk_5KHz);
    integer count1, count2;
    always @ (posedge clk100MHz)
    begin
        if(rst)
        begin
            count1 = 0; clk_4sec = 0;
            count2 = 0; clk_5KHz = 0;
        end
        else
        begin
            if(count1 == 200000000)
            begin
                clk_4sec = ~clk_4sec;
                count1 = 0;
            end
            if(count2 == 10000)
            begin
                clk_5KHz = ~clk_5KHz;
                count2 = 0;
            end
            count1 = count1 + 1;
            count2 = count2 + 1;
        end
    end
endmodule
`timescale 1ns / 1ps
module debounce #(parameter depth = 16) (
    input wire clk,                  
    input wire button,               
    output reg debounced_button
    );
    localparam history_max = (2**depth)-1;
    reg [depth-1:0] history;
    always @ (posedge clk)
    begin
        history <= { button, history[depth-1:1] };
        debounced_button <= (history == history_max) ? 1'b1 : 1'b0;
    end
endmodule
`timescale 1ns / 1ps
module top_level(input clk100MHz, rst, button, wnr, en, input[3:0]a, output[3:0]LEDOUT, aled, output emptyLED, fullLED);
    wire[3:0]fifoOut;
    wire isEmpty, isFull;
    wire clk_5kHz, useless, debounceClk;
    clk_gen CLK(clk100MHz, rst, useless, clk_5kHz);
    debounce db(clk_5kHz, button, debounceClk);
    FIFO ay(debounceClk, rst, wnr, en, a, fifoOut, isFull, isEmpty);
    assign emptyLED = isEmpty;      
    assign fullLED = isFull;
    assign aled = a;                
    assign LEDOUT = fifoOut;
endmodule
```

## run.sh

```bash
#!/bin/bash
# OpenROAD 26Q1-2900-gdf79404cd8, Yosys 0.63+post, stock flow scripts
make -C /OpenROAD-flow-scripts/flow DESIGN_CONFIG=/design/flow/config.mk WORK_HOME=/design/flow/orfs finish
```

==> notes.md <==
Summary of the current implementation state.

- The run finished with clean final reports.
- The count of buffers inserted at the top-level ports is 18, for reference.
- The number of cells traversed by the worst register-to-register path is 4, for reference.
- Per the timing report, the biggest fanout along the worst path comes to 9.
- The post-detailed-route count of antenna-violating nets is 0, for reference.
- According to the floorplan report, the die width is 92.1 um.
- In the global route stage, overall resource usage came out at 0.184.
- 102 endpoints have no timing constraint.
- The async set-or-reset flop fraction in the synthesized netlist is 0, for reference.
- The post-route clock period utilization is 0.559, for reference.
- For the worst reg-to-reg path, the startpoint reported by OpenROAD is CLK.count2[4].
- The count of placed standard cells in the final layout, fillers left out is 465, for reference.
- The most critical setup path has its startpoint at a[2].
- The count of pins over their slew limit is 0, for reference.
- The pin closest to its max-slew limit shows a slew of 0.632 ns.
- In this design, the critical path's most frequently occurring cell is clkdlybuf4s50_1.
- The layout-stage area growth over the synthesis result is 7.18%, for reference.
- In the placement report, post-DP HPWL is listed as 4.94 mm.
- The detailed-route wire length per cell is 14.9 um, for reference.
- The post-synthesis sequential area ratio is 0.557, for reference.
- Counting the buffers created by CTS gives 5.
- The total DRC errors in the routed layout is 0, for reference.
- Summing over every cut layer, the via total after detailed routing is 2597.
- The number of register pins that no clock reaches is 64, for reference.
- Registers take 2260 um^2.
- The number of warnings reported in the yosys synthesis log is 5, for reference.
- The number of stages on the worst setup path is 2, for reference.
- The critical register-to-register path endpoint is CLK.count2[29], for reference.
- The top achievable clock speed is 242 MHz, for reference.
- Summing over the stages, the warning tally comes to 26.
- The netlist area before placement is 4060 um^2, for reference.
- The count of mapped cells out of synthesis is 358, for reference.
- The floorplan die area is 8490 um^2, for reference.
- The required time of the critical path is 5.92 ns, for reference.
- The data arrival time of the critical path is 2.66 ns, for reference.
- Leaving out fill and tap cells, the most frequent cells in the layout are dfxtp_1, nor2_1, edfxtp_1.
- The tightest min-delay check is of the flip-flop to flip-flop type.
- The worst clock skew is 0.00385 ns, for reference.
- The longest individual stage delay on the worst path is 0.64 ns, for reference.
- The endpoint class of the critical path is an output pin, for reference.
- The latest clock arrival within the worst-skew pair is 0.28 ns, for reference.
- The first global-routing pass estimated 11.9 mm of wire.
- The post-synth count of flops with an enable pin is 32.
- The final layout contains routed wiring with a total length of 6.92 mm.
- The die height is 92.1 um, for reference.
- 0 antenna diodes ended up in the layout.
- The pre-antenna-repair detailed-routing pass consisted of 4 iterations.
- The nature of the critical path startpoint is a primary input, for reference.
- The worst register-to-register path has a setup slack of 5.28 ns.
- The timing report gives the clock slew at the launch and capture registers of the worst setup and hold paths as 0.06 ns.
- The initial antenna violation count is 0, for reference.
- After floorplanning, the core was divided into 32 placement rows.
- Among all flip-flop cells after synthesis, the most frequent one is dfxtp_1.
- Per the Yosys statistics, synthesis produced 358 cells.
- The leakage dissipation is 0.00142 uW, for reference.
- The final count of negative-setup-slack endpoints is 0, for reference.
- The critical-path cell with the highest stage delay is clkdlybuf4s50_1, for reference.
- Synthesis inferred 97 register bits.
- The clock H-tree reported by CTS has 2 levels.
- The endpoint of the most critical setup path is aled[2], for reference.
- The max-capacitance violation count is 0, for reference.
- In this run, post-CTS repair resized a total of 0 instances.
- In this run the deepest clock path goes through 2 buffers.
- The highest ir drop seen on vdd is 0.129 mV, for reference.
- The congestion estimate from routability-driven global placement came to 0.785.
- According to the Yosys statistics, the synthesized design has a chip area of 4060 um^2.
- The library cell used as clock root buffer is clkbuf_8, for reference.
- Dividing the detail-routed via count by the number of cells gives 5.58.
- 19 I/O pins were placed.
- Along the critical path, the tally of buffer and inverter instances is 2.
- The mean area per synthesized cell is 11.3 um^2, for reference.
- The final global-route overflow total is 0, for reference.
- Of the cells placed in the final design, the portion with a size suffix greater than 1 is 0.102.
- The most frequent logic cell in the layout is dfxtp_1, for reference.
- The number of post-CTS setup repair buffers is 0, for reference.
- The smallest clock period supported by the final layout is computed as 4.14 ns.
- The area of the placeable core is 7810 um^2, for reference.
- The areal power density over the cells is 80.0 nW/um^2, for reference.
- The hold path startpoint is CLK.count2[27], for reference.
- The area of combinational cells with multiple inputs is 1660 um^2, for reference.
- In this run, the number of DRC markers left after iteration 0 of detailed routing was 71.
- Setup repair after global routing left no endpoint under its margin.
- After routing, the total negative slack on setup checks comes to 0 ns.
- The number of hold violations in the final report is 0, for reference.
- The number of global-route vias before repair is 2502, for reference.
- The number of fill cells in the layout is 676, for reference.
- The signal on the critical path passes through clkdlybuf4s50_1, clkdlybuf4s50_1.
- The floorplan step records an initial core utilization of 0.520.
- The number of placed instances, taps included, is 458.
- The worst setup path category is primary input to output pin, for reference.
- The count of hold buffers inserted by post-cts repair is 0, for reference.
- Synthesis instantiated 42 different standard cells from the library.
- Entering global routing, the biggest net connects 59 pins.
- The cell family with the largest share of critical-path delay is buffers and inverters, for reference.
- TritonCTS built the clock tree.
- The tightest slew margin relative to the limit is 0.575, for reference.
==> power breakdown <==
part	leakage [uW]	internal (uW)	switching [uW]
clock	0.0000443	73.7	60.5
combinational	0.000556	12.3	13.3
sequential	0.000816	183	4.87
total	0.00142	269	78.7
==> area by class of cell <==
cell class              instances  area share
flip-flops and latches         97       0.520
clock buffers                   7      0.0198
well taps                     102      0.0293
multi-input cells             233       0.381
inverters                       5     0.00431
repair buffers                 21      0.0454
==> registers in the layout, indices dropped and copies added, names as in the netlist, named ones only <==
register / cells
CLK.count2: 32
ay.mem: 32
db.history: 16
ay.out: 4
ay.read: 4
ay.write: 4
CLK.clk_5KHz: 1
db.debounced_button: 1
==> logic make-up (layout without fill, tap and decap cells) <==
group / count (synthesis) / in the layout / share of synthesized area
AND/OR/NAND/NOR: 150 / 150 / 0.215
flip-flops: 97 / 97 / 0.557
AND-OR/OR-AND: 37 / 37 / 0.0555
buffers and inverters: 28 / 33 / 0.0342
multiplexers: 25 / 25 / 0.0896
XOR/XNOR: 17 / 17 / 0.0367
adder cells (fa/ha/maj): 4 / 4 / 0.0123
==> routing by layer <==
layer,GRT usage,vias to the layer above,part of all wire
li1,-,1338,-
met1,0.285,1226,0.47
met2,0.308,29,0.50
met3,0.0203,4,0.023
met4,0.0208,0,0.0072
met5,0,-,0
==> cells in the mapped netlist, types with 2 or more instances <==
cell type  instances  area, um^2
a21oi_1           15        75.1
a41oi_1            2        17.5
and2_1             2        12.5
and3_1             4        25.0
and4_1             4        35.0
buf_2              8        40.0
buf_4              4        30.0
clkbuf_1           9        33.8
dfxtp_1           65        1300
edfxtp_1          32         961
ha_1               4        50.1
inv_1              5        18.8
mux2_2            11         124
mux2i_1            6        60.1
mux4_2             8         180
nand2_1           11        41.3
nand2b_1           4        25.0
nand3_1           10        50.1
nand3b_1           4        30.0
nand4_1           21         131
nand4_4            2        42.5
nor2_1            37         139
nor2b_1            7        43.8
nor3_1             9        45.0
nor4_1            12        75.1
nor4b_1            4        35.0
o21ai_0            9        45.0
o31ai_1            7        52.6
or3_1              8        50.1
or4_1              7        52.6
xnor2_1           10        87.6
xor2_1             7        61.3
==> through the flow <==
step / total power, uW / cell area [um^2] / hold WS, ns / util / setup WS [ns]
2_1_floorplan: 207 / 4060 / 0.454 / - / 4.34
3_3_place_gp: 217 / 4270 / 0.481 / 0.546 / 3.27
3_5_place_dp: 218 / 4270 / 0.498 / 0.546 / 3.25
4_1_cts: 355 / 4350 / 0.506 / 0.558 / 3.24
5_1_grt: 362 / 4350 / 0.541 / 0.558 / 3.19
6_report: 348 / 4350 / 0.509 / 0.558 / 3.26
==> how the worst min path moves through the flow <==
stage / to / slack, ns / depth (start not counted)
CTS: CLK.count2[27] / 0.51 / 2
global route: CLK.count2[27] / 0.54 / 2
finish: CLK.count2[27] / 0.51 / 2
Power figures rest on the tool's default switching activity, not on a simulated workload.
